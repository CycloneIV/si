**flow/config.mk**
```make
export PLATFORM = sky130hd
export DESIGN_NAME = config_register
export DESIGN_NICKNAME = config_register
export VERILOG_FILES = /design/flow/design.v
export SDC_FILE = /design/flow/constraint.sdc
export NUM_CORES = 4
export LEC_CHECK = 1
export CORE_AREA = 10 10 70 70
export DIE_AREA = 0 0 80 80
```
**flow/constraint.sdc**
```tcl
current_design config_register

set clk_period 1.4
set clk_io_pct 0.2

create_clock -name clk0 -period $clk_period [get_ports {pclk}]

set non_clock_inputs [all_inputs -no_clocks]
set_input_delay [expr $clk_period * $clk_io_pct] -clock clk0 $non_clock_inputs
set_output_delay [expr $clk_period * $clk_io_pct] -clock clk0 [all_outputs]
```
**flow/design.v**
```verilog
`timescale 1ns / 1ps
module config_register #(
	parameter 			DATA_WIDTH = 32,
	parameter			ADDR_WIDTH = 10,
	parameter			SLV_NUM    = 3
	)(
	input 							pclk,
	input 							rst_b,
	input 							psel,
	input 							penable,
	input 							pwrite,
	input 		[DATA_WIDTH-1:0] 	pwdata,
	input 		[ADDR_WIDTH-1:0] 	paddr,
	output reg						pready,
	output reg	[DATA_WIDTH-1:0] 	prdata,
	output reg 	[SLV_NUM-1:0] 		way_en,
	output reg 						qos_en
	);
	wire 		apb_read;
	wire 		apb_write;
	assign apb_write = psel & penable & pwrite;
	assign apb_read  = psel & (~pwrite);
	always @(posedge pclk or negedge rst_b) begin
		if (!rst_b) begin
			prdata 	<= 32'd0;
			way_en 	<= 3'd0;
			qos_en 	<= 1'd0;
			pready 	<= 1'd0;
		end
		else if (apb_write) begin
			pready 	<= 1'd1;
			case(paddr)
				10'd0: 		qos_en 	<= pwdata[0];
				10'd1: 		way_en 	<= pwdata[2:0];
				default: 	begin
							qos_en 	<= qos_en;
							way_en 	<= way_en;
				end
			endcase
		end
		else if (apb_read) begin
			pready 	<= 1'd1;
			case(paddr)
				10'd0: 		prdata	<= {31'b0,qos_en};
				10'd1: 		prdata	<= {29'b0,way_en};
				default: 	prdata 	<= prdata;
			endcase
		end
		else begin
			pready 	<= 1'd0;
		end
	end
endmodule
```
**flow/run.sh**
```bash
#!/bin/bash
# OpenROAD 26Q1-2900-gdf79404cd8, Yosys 0.63+post, stock flow scripts
make -C /OpenROAD-flow-scripts/flow DESIGN_CONFIG=/design/flow/config.mk WORK_HOME=/design/flow/orfs finish
```
==> flow_summary.yaml <==
# yosys + openroad results
final_layout:
  area_growth_syn_to_layout_pct: 38.6
  flop_area_um2: 200
  final_area_um2: 863
  n_fill_cell: 379
  logic_area_um2: 305
  drive_above_1_share_pct: 14.8
synth:
  syn_area_per_cell_um2: 10.4
  ys_chip_area_um2: 623
  synth_top_area_share_pct: 34.9
  ys_warn_count: 1
  synth_flops: 8
  ys_cells: 60
  ys_top_cells_by_count: "buf_4, dfrtp_1, mux2_2"
  synthMostInstantiatedCell: "buf_4"
  syn_inst: 60
  edf_count: 0
  synthesis.area_um2: 623
  postSynthSeqShare_pct: 32.1
  synth.distinct_cells: 16
  top_area_cell: "buf_4"
  ff_type: "dfrtp_1"
  synthArstFlopShare_pct: 100
  topCellsByArea: "buf_4, dfrtp_1, mux2_2"
pwr:
  p_leak_nw: 0.522
  pwr_density_cell_nw_per_um2: 554
  ir_drop_v: 0.000174
timing:
  hold_viol_final: 0
  fin_skew_ns: 0.00249
  slew_viol_final: 0
  fin_setup_tns_ns: 0
  min_period_ns: 1.35
  hold_slack_ns: 0.302
  fmax_ghz: 0.738
  finalClockPeriodUsage_pct: 96.7
  setup_viol: 0
routing:
  routed_wl_um: 1590
  vias: 404
  drc: 0
  diodes: 0
  vias_per_cell: 3.01
  initialDrtViolationCount: 20
  postRouteAntennaNets: 0
  wl_per_cell_um: 11.8
  firstDrtPassIters: 2
grt:
  grt_max_degree: 9
  antenna_found_initial: 0
  grt_pass1_wl_um: 2480
  grt_pass1_vias: 486
  overflow: 0
  grt.total_usage_pct: 4.88
placed_design:
  hpwl_um: 1450
  port_buffers: 25
  place_area_um2: 826
  gp_congestion: 0.670
critical_path:
  worstPathRequired_ns: 1.53
  crit_buf_inv: 1
  crit_slowest_cell: "mux2_4"
  worstPathMaxFanout: 3
  start_kind: "input pin"
  arrival_ns: 1.48
  path_cells: "dlygate4sd2_1, nor4_4, nand4_1, mux2_4"
  reg2reg_setup_slack_ns: 0.34
  end_kind: "flip-flop"
  crit_family: "simple AND/OR/NAND/NOR gates"
  slowest_delay_ns: 0.36
  path_class: "in2reg"
run:
  maxCapViolations: 0
  tool_warnings: 54
clocking:
  cts_tree: "built"
  cts_made_buffers: 3
  clock-sinks: 8
  clkSlewWorstSetupHoldPaths_ns: 0.05
  cts.hold.buffers_added: 0
  clk_path_buf_depth: 2
  clock_latency_ns: 0.24
  htreeDepth: 1
  root_buffer: "clkbuf_4"
floorplanning:
  pin_count: 84
  die_w_um: 80
  die-area_um2: 6400
  rows: 21
  core_um2: 3420
  fp.dieH_um: 80
  initCoreUtil_pct: 18.2
status:
  run_status: "complete, no violations"
worst_hold_path:
  hp-class: "in2reg"
## repair_timing
action	in CTS	in global routing
hold endpoints to repair	0	0
gates resized	8	10
pin swaps	4	3
setup endpoints to repair	6	7
buffers inserted	0	0
## path summary, 6_finish.rpt
| path | startpoint | cells after the start | endpoint |
|---|---|---|---|
| max | paddr[2] | 4 | way_en[1] |
| min | pwrite | 2 | pready |
| max reg2reg | qos_en | 2 | prdata[0] |
| min reg2reg | prdata[0] | 1 | prdata[0] |
| max in group asynchronous | rst_b | 1 | way_en[0] |
| min in group asynchronous | rst_b | 1 | prdata[2] |
## power by group
part / internal, mW / leakage (nW) / total, mW / switching [mW]
combinational: 0.0473 / 0.408 / 0.0774 / 0.0301
clock: 0.0973 / 0.0138 / 0.164 / 0.0669
sequential: 0.236 / 0.0999 / 0.237 / 0.00152
## placed cells by master (no fill, tap or decap), types with 2 or more instances in the layout
cell	netlist	routed
clkdlybuf4s50_1	0	10
dfrtp_1	8	8
clkbuf_4	0	3
mux2_2	5	4
nand2_1	2	2
dlygate4sd2_1	0	7
inv_1	3	3
dlymetal6s2s_1	0	7
mux2i_1	2	2
conb_1	1	29
nand4_1	2	2
## cells by family after synthesis
| kind of cell | count (synthesis) | share of synthesized area [%] |
|---|---|---|
| buffers and inverters | 32 | 36.7 |
| AND-OR/OR-AND | 1 | 1.21 |
| AND/OR/NAND/NOR | 10 | 15.3 |
| other | 1 | 0.602 |
| flip-flops | 8 | 32.1 |
| multiplexers | 8 | 14.1 |
## worst register-to-register path: cells and delay by family (launching register included)
family	cells	cell delay (ns)
mux	2	0.56
flops	1	0.39
## per-stage QoR
stage	cells	util (%)	total power, mW	worst slack [ns]
6_report	134	25.3	0.479	0.0457
5_1_grt	134	25.3	0.517	-0.0327
4_1_cts	134	24.5	0.491	0.00563
3_5_place_dp	131	24.2	0.329	-0.372
3_3_place_gp	131	24.2	0.330	-0.354
2_1_floorplan	88	-	0.309	0.104
## sequential cells by signal, summed over array words and instances (netlist names)
name	count
qos_en	1
pready	1
prdata	3
way_en	3
## cell type report
type | count | share of cell area, %
clock buffers | 3 | 2.61
inverters | 3 | 1.30
multi-input cells | 48 | 35.4
flip-flops and latches | 8 | 23.2
well taps | 46 | 6.67
repair buffers | 26 | 30.9
## per-layer routing
layer	vias to the layer above	routed length (um)	GRT usage [%]	part of all wire, %
li1	197	-	-	-
met1	187	568	5.38	36
met2	20	859	8.03	54
met3	0	158	3.41	10
met4	0	0	0	0
met5	-	0	0	0
Power figures rest on the tool's default switching activity, not on a simulated workload.
