### ./constraint.sdc
current_design si

set clk_period 7.6
set clk_io_pct 0.2

create_clock -name clk0 -period $clk_period

set non_clock_inputs [all_inputs -no_clocks]
set_input_delay [expr $clk_period * $clk_io_pct] -clock clk0 $non_clock_inputs
set_output_delay [expr $clk_period * $clk_io_pct] -clock clk0 [all_outputs]
### ./run.sh
#!/bin/bash
# OpenROAD 26Q1-2900-gdf79404cd8, Yosys 0.63+post, stock flow scripts
make -C /OpenROAD-flow-scripts/flow DESIGN_CONFIG=/design/flow/config.mk WORK_HOME=/design/flow/orfs finish
### ./config.mk
export PLATFORM = sky130hd
export DESIGN_NAME = si
export DESIGN_NICKNAME = si
export VERILOG_FILES = /design/flow/design.v
export SDC_FILE = /design/flow/constraint.sdc
export NUM_CORES = 4
export LEC_CHECK = 1
export CORE_AREA = 10 10 103 103
export DIE_AREA = 0 0 113 113
### ./design.v
`timescale 1ns / 10ps
module hwcg(
	input 					clk,
	input 					en,
	output 				 	g_clk
	);
	reg 		q;
	always @( clk or en) begin
		if(clk)	
			q <= en;
	end
	assign g_clk = en & clk;
endmodule
`timescale 1ns / 10ps
module si #(
	parameter 		SLV_NUM 	= 3,
	parameter		DATA_WIDTH 	= 32,
	parameter		ADDR_WIDTH 	= 16
	)(
	input 								clk, 			 
	input 								rst_b,			 
	input 		[SLV_NUM-1:0] 			way_en,
	input 		[DATA_WIDTH-1:0]		pwdata_mi,
	input 		[ADDR_WIDTH-1:0]  		paddr_mi,
	input 								pwrite_mi,
	input 								psel_arb, 		 
	input 								penable_arb,
	input 		[DATA_WIDTH-1:0] 		prdata_s0,
	input 		[DATA_WIDTH-1:0] 		prdata_s1,
	input 		[DATA_WIDTH-1:0] 		prdata_s2,
	input 		 						pready_s0,
	input 		 						pready_s1,
	input 		 						pready_s2,
	output 	 							pclk_s0,
	output 	 							pclk_s1,
	output 	 							pclk_s2,
	output 								psel_s0,
	output 								psel_s1,
	output 								psel_s2,	
	output 								penable_s0,
	output 								penable_s1,
	output 								penable_s2,	
	output 								pwrite_s,
	output 		[DATA_WIDTH-1:0] 		pwdata_s,
	output 		[ADDR_WIDTH-1:0] 		paddr_s,
	output 		[DATA_WIDTH-1:0] 		prdata_s,
	output 								pready_s
	);
	parameter 							SLV_MASK_CODE 		= 32'h10101010;
	parameter							REVERSE_ADDR_CODE 	= 32'h01010101;
	wire 								reserve_flag;
	wire 		[SLV_NUM-1:0] 			psel_dec;
	wire 								slv_mask;
	assign pwrite_s 	= pwrite_mi;
	assign pwdata_s 	= pwdata_mi;
	assign paddr_s 		= paddr_mi;
	assign psel_dec[0]	= (psel_arb && (paddr_mi >= 16'h0000 && paddr_mi < 16'h4000))? 1'b1:1'b0;
	assign psel_dec[1] 	= (psel_arb && (paddr_mi >= 16'h4000 && paddr_mi < 16'h8000))? 1'b1:1'b0;
	assign psel_dec[2]	= (psel_arb && (paddr_mi >= 16'h8000 && paddr_mi < 16'hc000))? 1'b1:1'b0;
	assign reserve_flag = (psel_arb && (paddr_mi >= 16'hc000 && paddr_mi <=16'hffff))? 1'b1:1'b0; 
	assign slv_mask = ~(|(way_en  & psel_dec));
	assign psel_s0 = psel_dec[0] & (~slv_mask);
	assign psel_s1 = psel_dec[1] & (~slv_mask);
	assign psel_s2 = psel_dec[2] & (~slv_mask);
	assign penable_s0 = psel_s0 & penable_arb;
	assign penable_s1 = psel_s1 & penable_arb;
	assign penable_s2 = psel_s2 & penable_arb;
	assign pready_s = 	(slv_mask && penable_arb)? 1'b1:
						(reserve_flag && penable_arb)? 1'b1:
						(psel_s0)? pready_s0 :
						(psel_s1)? pready_s1 :
						(psel_s2)? pready_s2 : 1'b0;
	assign prdata_s = 	(slv_mask && penable_arb)? SLV_MASK_CODE:
						(reserve_flag && penable_arb)? REVERSE_ADDR_CODE:
						(psel_s0)? prdata_s0 :
						(psel_s1)? prdata_s1 :
						(psel_s2)? prdata_s2 : 32'd0;
	hwcg hwcg_inst0(
		.clk 			(	clk			),
		.en 			(	psel_s0 	),
		.g_clk			(	pclk_s0 	)
		);
	hwcg hwcg_inst1(
		.clk 			(	clk			),
		.en 	 		(	psel_s1 	),
		.g_clk 			(	pclk_s1 	)
		);
	hwcg hwcg_inst2(
		.clk 			(	clk			),
		.en 	 		(	psel_s2 	),
		.g_clk 			(	pclk_s2 	)
		);
endmodule
==> results.json <==
{
  "fin_worst_hold_slack_ns": 3.04,
  "synth.area.mux_share_pct": 0.870,
  "floorplan.core_area_sq_mm": 0.00830,
  "chip_area_sq_mm": 0.0128,
  "post-route-drc-count": 0,
  "post_cts_resize_count": 0,
  "avgSynthCellArea_sq_um": 7.29,
  "power.sequential.fraction_pct": 0,
  "ios": 246,
  "track_usage_pct": 8.64,
  "xor_share_pct": 0,
  "num_antenna_cells": 0,
  "worst_setup_path_endpoint": "prdata_s[16]",
  "fin_setup_tns_ns": 0,
  "yosys-stat-area_sq_mm": 0.00115,
  "num_vias": 1550,
  "crit_type": "in2out",
  "grt_setup_unrepaired": "no",
  "synth-simple-area-share_pct": 11.3,
  "flop-count": 0,
  "fin_crit_sh_pct": 72.6,
  "drt_pass1_iterations": 7,
  "grt_first_pass_wirelength_microns": 9170,
  "ys_sh_aoi_pct": 37.6,
  "synthTopCellsByArea": "buf_4 32%, a222oi_1 21%, inv_1 8.2%",
  "fmax_mhz": 181,
  "ys_top_cells_by_count": "49 x buf_4, 25 x inv_1, 24 x a222oi_1",
  "synth_sequential_area_ratio_pct": 0,
  "combPwrFrac_pct": 100.0,
  "synth.distinct_cells": 26,
  "worst_pin_slew_ns": 0.868,
  "synth.largest_area_cell": "buf_4",
  "ys.warnings.count": 1,
  "postSynthCellCount": 158,
  "netSwitchingPower_mw": 0.0253,
  "worst_ep_required_time_ns": 6.08,
  "drt_iter0_drc": 152,
  "antenna_violations_before_repair": 0,
  "die_y_microns": 113,
  "ys_top_logic_family": "buffers and inverters",
  "area.sequential_sq_um": 0,
  "drv_slew": 0,
  "max_cap_violations": 0,
  "cp-end-kind": "primary output",
  "netlist.top_cell.by_instances": "buf_4",
  "first_global_vias": 1662,
  "areaGrowthSynthToFinish_pct": 102,
  "post_detailed_placement_half_perimeter_wirelength_microns": 5260,
  "final_replace_weighted_congestion": 0.741,
  "leakage_nw": 0.946,
  "rel_slew_slack_pct": 41.2,
  "final_critical_delay_including_setup_and_external_delays_ns": 5.51,
  "number_of_failing_hold_endpoints_at_the_final_stage": 0,
  "timing.hold.worst.class": "in2out",
  "row_count": 33,
  "cell_internal_pwr_mw": 0.0749,
  "io_buffers": 151,
  "routed_wl_microns": 6250,
  "setup_viol_count_final": 0,
  "drive_gt1_share_pct": 1.62,
  "syn-cell-area_sq_mm": 0.00115,
  "synth.cellmix.adderShare_pct": 0,
  "drt-wirelength-per-cell_microns": 17.8,
  "cts_hold_buffers": 0,
  "pin_count_of_the_biggest_net_entering_global_routing": 37,
  "switching_share_pct": 25.2,
  "result_of_the_run": "completed",
  "worstPathArrival_ns": 3.99,
  "critPathLaunch": "paddr_mi[15]",
  "yosysTopAreaCellShare_pct": 32.0,
  "postCtsSetupRepairBufs": 0,
  "postRouteAntennaNets": 0,
  "share_clk_of_total_power_pct": 0,
  "layout.clock_buffers": 0,
  "filler_cell_count": 883,
  "die_width_microns": 113,
  "initCoreUtil_pct": 13.9,
  "number_of_warnings_the_tools_reported": 33,
  "critical_path.startpoint_type": "input pin",
  "cellPowerDensity_mw_per_mm2": 43.2,
  "cells_in_synth_stat_txt": 158,
  "vias_per_cell": 4.40,
  "crit_fanout": 20,
  "grt_overflow": 0,
  "vdd.ir_drop.worst_mv": 0.0135
}
## power by group through the flow
stage	Combinational (mW)	Sequential, mW	Clock [mW]
4_1_cts	0.102	0	0
5_1_grt	0.108	0	0
6_report	0.100	0	0
## cells in the final DEF (no fill, tap or decap), types with 4 or more instances in the layout
| master | n |
|---|---|
| and2_1 | 6 |
| a222oi_1 | 24 |
| o21ai_0 | 4 |
| a22oi_1 | 5 |
| a21oi_1 | 4 |
| o31ai_1 | 4 |
| inv_1 | 25 |
| a221oi_1 | 4 |
| nor4b_1 | 4 |
| clkdlybuf4s50_1 | 151 |
| o21a_1 | 4 |
## layer usage
layer	share of wire, %	track usage (%)	up-vias
met2	46	14.1	129
met3	17	5.45	14
li1	-	-	729
met4	1.5	1.18	0
met1	36	9.52	678
met5	0	0	-
## through the flow
stage	setup slack [ns]	utilization (%)	total power [mW]	cell area (sq um)	std cells
floorplan	3.69	-	0.0362	1150	158
global placement	2.02	28.0	0.101	2320	352
detailed placement	2.03	28.0	0.101	2320	352
CTS	2.02	28.0	0.102	2320	352
global route	1.84	28.0	0.108	2320	352
finish	2.09	28.0	0.100	2320	352
## worst max-delay path: stages
cell,delay [ns]
clkdlybuf4s50_1,0.68
and4b_1,0.71
buf_4,0.37
a22oi_1,0.11
o31ai_1,0.10
clkdlybuf4s50_1,0.50
## cell type report
class	count	area, sq um	share of cell area [%]
Tap cell	105	131	5.66
Timing Repair Buffer	152	1520	65.4
Multi-Input combinational cell	69	573	24.7
Inverter	26	97.6	4.20
## worst min-delay path by stage
stage	startpoint	endpoint	slack, ns	cells past startpoint
after CTS	paddr_mi[11]	paddr_s[11]	3.04	0
after global routing	paddr_mi[11]	paddr_s[11]	3.04	0
final	paddr_mi[11]	paddr_s[11]	3.04	0
## cell families (layout without fill, tap and decap cells)
kind of cell,Yosys count,in the layout
compound gates,51,51
buf+inv,89,178
mux,1,1
simple gates,17,17
No activity file was given, so power comes from the tool's default toggle rates.
